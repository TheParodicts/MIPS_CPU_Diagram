`design/flow/design.v`:
```
module ControlRegister( output reg IRld, PCld, nPCld, RFld, HIld, LOld,
                        output reg[1:0] MA, MB, MC,
                        output reg ME, MF, 
                        output reg [1:0] MPA,
                        output reg MPB, MP, MR, MHI,
                        output reg RW, MOV, MDRld, MARld, 
                        output reg [5:0] OpC,
                        output reg Cin,
                        output reg [1:0] SSE,
                        output reg [3:0] OP,
                        output reg [6:0] CR,
                        output reg Inv, IncRld,
                        output reg [1:0] S,
                        output reg [2:0] N,
                        output reg [6:0] activeState,
                        input [50:0] currentStateSignals, input clk,
                        input [6:0] curState); 
always @ (negedge clk)
    begin
        IRld = currentStateSignals[50];
        PCld = currentStateSignals[49];
        nPCld = currentStateSignals[48];
        RFld = currentStateSignals[47];
        HIld = currentStateSignals[46];
        LOld = currentStateSignals[45];
        MA = currentStateSignals[44:43];
        MB = currentStateSignals[42:41];
        MC = currentStateSignals[40:39];
        ME = currentStateSignals[38];
        MF = currentStateSignals[37];
        MPA = currentStateSignals[36:35];
        MPB = currentStateSignals[34];
        MP = currentStateSignals[33];
        MR = currentStateSignals[32];
        MHI = currentStateSignals[31];
        RW = currentStateSignals[30];
        MOV = currentStateSignals[29];
        MDRld = currentStateSignals[28];
        MARld = currentStateSignals[27];
        OpC = currentStateSignals[26:21];
        Cin = currentStateSignals[20];
        SSE = currentStateSignals[19:18];
        OP = currentStateSignals[17:14];
        CR = currentStateSignals[13:7];
        Inv = currentStateSignals[6];
        IncRld = currentStateSignals[5];
        S = currentStateSignals[4:3];
        N = currentStateSignals[2:0];
        activeState = curState;  
    end
endmodule
module Microstore(output reg [50:0] currentStateSignals, output reg[6:0] activeState, 
                    input reset, input [6:0] currentState);
always @ (currentState, reset)
    if (reset) begin
        currentStateSignals = 51'b001000001100000000000000000000000001000000000100001;
        activeState = 7'd0;  
        end
    else
        begin
            activeState = currentState;  
            case(currentState)
                7'd0: currentStateSignals = 51'b001000001100000000000000000000000001000000000100001;
                7'd1: currentStateSignals = 51'b011000000000000001000000000000000000000000000100011;
                7'd2: currentStateSignals = 51'b000000000000000000100001100011000000000000000100011;
                7'd3: currentStateSignals = 51'b000000000000000000001100100011000000000000000100011;
                7'd4: currentStateSignals = 51'b100000000000000000001100100011000000000001000100111;
                7'd5: currentStateSignals = 51'b000000000000000000000000000000000000000000000100000;
                7'd6: currentStateSignals = 51'b000100010100000100000000000000000000000000000100001;
                7'd7: currentStateSignals = 51'b000000010100101000000010000000000000000000000100011;
                7'd8: currentStateSignals = 51'b000000011000010100000001000000000000000000000100011;
                7'd9: currentStateSignals = 51'b000000000000010000000100000000000000000000000100011;
                7'd10: currentStateSignals = 51'b000000000000010000000100000000000000000010010100101;
                7'd11: currentStateSignals = 51'b000000010100000100000000000000000111100000000101110;
                7'd12: currentStateSignals = 51'b010000000000000000000000000000000000001101110100010;
                7'd13: currentStateSignals = 51'b000000011000010100000001000000000000000000000100011;
                7'd14: currentStateSignals = 51'b000000000000010000001100000000000000000000000100011;
                7'd15: currentStateSignals = 51'b000000000000010000001110000000000000000011110100111;
                7'd16: currentStateSignals = 51'b000100010001001000000000000000000000000000000100001;
                7'd17: currentStateSignals = 51'b000100010100000100000000000000000000100000000100001;
                7'd18: currentStateSignals = 51'b000100011001000100000000000000000000000000000100001;
                7'd19: currentStateSignals = 51'b000100010100000100000000000000000111000000000100001;
                7'd20: currentStateSignals = 51'b000100011001000100000000000000000111000000000100001;
                7'd21: currentStateSignals = 51'b000100010000000100000000000000000110100000000100001;
                7'd22: currentStateSignals = 51'b000100010000000100000000000000000110000000000100001;
                7'd23: currentStateSignals = 51'b000100010100000100000000000000000100000000000100001;
                7'd24: currentStateSignals = 51'b000100011001000100000000000000000100000000000100001;
                7'd25: currentStateSignals = 51'b000100010100000100000000000000000100100000000100001;
                7'd26: currentStateSignals = 51'b000100011001000100000000000000000100100000000100001;
                7'd27: currentStateSignals = 51'b000100010100000100000000000000000101000000000100001;
                7'd28: currentStateSignals = 51'b000100011001000100000000000000000101000000000100001;
                7'd29: currentStateSignals = 51'b000100010100000100000000000000000101100000000100001;
                7'd30: currentStateSignals = 51'b000100001001000000000000000000000001100000000100001;
                7'd31: currentStateSignals = 51'b000100011000000000000000000000011010000000000100001;
                7'd32: currentStateSignals = 51'b000100011000000000000000000000011011100000000100001;
                7'd33: currentStateSignals = 51'b000100011000000000000000000000011010100000000100001;
                7'd34: currentStateSignals = 51'b000000011100000000000000000000000111101001000101101;
                7'd35: currentStateSignals = 51'b000000011100000000000000000000000111101001001101101;
                7'd36: currentStateSignals = 51'b000100011100000100000000000000000000000000000100001;
                7'd37: currentStateSignals = 51'b000000011100000100000000000000000111100011001101111;
                7'd38: currentStateSignals = 51'b000000011100000100000000000000000111000011000101101;
                7'd39: currentStateSignals = 51'b000000011100000100000000000000000111100000001101110;
                7'd40: currentStateSignals = 51'b000000011100000100000000000000000111000011000101101;
                7'd41: currentStateSignals = 51'b000000010100000100000000000000000111100011000101101;
                7'd42: currentStateSignals = 51'b000000011100000100000000000000000111000011001101111;
                7'd43: currentStateSignals = 51'b000000011100000100000000000000000111100011001101101;
                7'd44: currentStateSignals = 51'b011000011100000100000000000000000000000000100100010;
                7'd45: currentStateSignals = 51'b000100111100000000000000000000000000000000000100001;
                7'd46: currentStateSignals = 51'b000100101100000000000000000000000000000000000100001;
                7'd47: currentStateSignals = 51'b000010011100000100000000000000000000000000000100001;
                7'd48: currentStateSignals = 51'b000001011100000100000000000000000000000000000100001;
                7'd49: currentStateSignals = 51'b000011010100000100010000000000000001000000000100001;
                7'd50: currentStateSignals = 51'b000000010100101000000010000000000000000000000100011;
                7'd51: currentStateSignals = 51'b000000011000010100000001000000000000000000000100011;
                7'd52: currentStateSignals = 51'b000000000000010000000100000000000000000000000100011;
                7'd53: currentStateSignals = 51'b000000000000010000000100000000000000001101010110111;
                7'd54: currentStateSignals = 51'b000000011100111100000010000000000000000010010100010;
                7'd55: currentStateSignals = 51'b011000001000000000000000000000001000000000100100010;
                7'd56: currentStateSignals = 51'b011000001100100001000010000000000000000000000100011;
                7'd57: currentStateSignals = 51'b010000000000000001000000000000000000000000000100011;
                7'd58: currentStateSignals = 51'b000100001110000000000000000000000000000000000100011;
                7'd59: currentStateSignals = 51'b001000010000001000000000000000000000000000000100011;
                7'd60: currentStateSignals = 51'b011000000000000001000000000000000000000011000100010;
                default: begin
                    currentStateSignals = 51'b001000001100000000000000000000000001000000000100001;
                    activeState = 7'd0;  
                end
            endcase
        end
endmodule
module Condition_Mux(output reg out, input [1:0] S, input moc, cond, dmoc); 
    always @ (moc,cond,dmoc,S)
        case(S)
            2'b00: out <= moc;
            2'b01: out <= cond;
            2'b10: out <= dmoc;
        endcase
    endmodule
module Inverter(output reg out, input inv, in);
    always @ (inv, in)
        if(inv)
            out <= ~in; 
        else out <= in;
    endmodule
module Next_State_Address_Selector(output reg [1:0]  M,  input sts, input[2:0] N);
    always @ (N, sts)
        case(N)
            3'b000: M <= 2'b00;  
            3'b001: M <= 2'b01;  
            3'b010: M <= 2'b10;  
            3'b011: M <= 2'b11;  
            3'b100: 
                if(!sts) M <= 2'b10;  
                else M <= 2'b00;  
            3'b101:
                if(!sts) M <= 2'b10;  
                else M <= 2'b01;  
            3'b110:
                if(!sts) M <= 2'b01;  
                else M <= 2'b11;  
            3'b111:
                if(!sts) M <= 2'b10;  
                else M <= 2'b11;  
        endcase
    endmodule   
module State_Selector_Mux(output reg [6:0] state, input [1:0] M, input [6:0] Encoder, HC1, CR, Incrementer); 
    always @ (M,Encoder, HC1, CR, Incrementer)
        case(M)
            2'b00: state <= Encoder;
            2'b01: state <= HC1;
            2'b10: state <= CR;
            2'b11: state <= Incrementer;
        endcase
    endmodule  
module IncReg_Adder(output reg [6:0] N_state, input[6:0] C_state);
    always @ (C_state)
        N_state <= C_state + 7'd1;
    endmodule
module Incrementer_Reg(output reg [6:0] state, input[6:0] inc_state, input Ld, clk); 
    always @ (negedge clk)
        if(Ld)
            state <= inc_state; 
    endmodule
module Encoder (
  input[31:0] Instruction,
  output [6:0] State_Sel
);
  reg[6:0] state_tmp;
  assign State_Sel = state_tmp; 
  always @(*)
    begin
      casez(Instruction)
        32'b000000????????????????????100001:  
          state_tmp = 7'd6;
        32'b000000????????????????????100011:  
          state_tmp = 7'd17;
        32'b001001??????????????????????????:  
          state_tmp = 7'd18;
        32'b000000??????????0000000000011001:  
          state_tmp = 7'd49;
        32'b000000????????????????????101011:  
          state_tmp = 7'd19;
        32'b001011??????????????????????????:  
          state_tmp = 7'd20;
        32'b011100????????????????????100001:  
          state_tmp = 7'd21;
        32'b011100????????????????????100000:  
          state_tmp = 7'd22;
        32'b000000????????????????????100100:  
          state_tmp = 7'd23;
        32'b001100??????????????????????????:  
          state_tmp = 7'd24;
        32'b000000????????????????????100101:  
          state_tmp = 7'd25;
        32'b001101??????????????????????????:  
          state_tmp = 7'd26;
        32'b000000????????????????????100110:  
          state_tmp = 7'd27;
        32'b001110??????????????????????????:  
          state_tmp = 7'd28;
        32'b000000????????????????????100111:  
          state_tmp = 7'd29;
        32'b001111??????????????????????????:  
          state_tmp = 7'd30;
        32'b000000????????????????????000000:  
          state_tmp = 7'd31;
        32'b000000????????????????????000011:  
          state_tmp = 7'd32;
        32'b000000????????????????????000010:  
          state_tmp = 7'd33;
        32'b000000????????????????????001011:  
          state_tmp = 7'd34;
        32'b000000????????????????????001010:  
          state_tmp = 7'd35;
        32'b000000????????????????????010000:  
          state_tmp = 7'd45;
        32'b000000????????????????????010010:  
          state_tmp = 7'd46;
        32'b000000????????????????????010001:  
          state_tmp = 7'd47;
        32'b000000????????????????????010011:  
          state_tmp = 7'd48;
        32'b101000??????????????????????????:  
          state_tmp = 7'd7;
        32'b101001??????????????????????????:  
          state_tmp = 7'd7;
        32'b101011??????????????????????????:  
          state_tmp = 7'd7;
        32'b111111??????????????????????????:  
          state_tmp = 7'd50;
        32'b000100??????????????????????????:  
          state_tmp = 7'd11;
        32'b000001?????00001????????????????:  
          state_tmp = 7'd37;
        32'b000111?????00000????????????????:  
          state_tmp = 7'd39;
        32'b000110?????00000????????????????:  
          state_tmp = 7'd42;
        32'b000001?????10001????????????????:  
          state_tmp = 7'd56;
        32'b000101??????????????????????????:  
          state_tmp = 7'd41;
        32'b000000?????0000000000?????001000:  
          state_tmp = 7'd44;
        32'b100011??????????????????????????:  
          state_tmp = 7'd13;
        32'b110000??????????????????????????:  
          state_tmp = 7'd13;
        32'b100001??????????????????????????:  
          state_tmp = 7'd13;
        32'b100101??????????????????????????:  
          state_tmp = 7'd13;
        32'b100000??????????????????????????:  
          state_tmp = 7'd13;
        32'b100100??????????????????????????:  
          state_tmp = 7'd13;
        default: state_tmp = 7'd1;  
      endcase      
    end
endmodule
module ControlUnit( output IRld, PCld, nPCld, RFld, HIld, LOld, 
                        output [1:0] MA, MB, MC, 
                        output ME, MF, 
                        output [1:0] MPA,
                        output  MPB, MP, MR, MHI,
                        output RW, MOV, MDRld, MARld, 
                        output [5:0] OpC,
                        output Cin,
                        output [1:0] SSE,
                        output [3:0] OP,
                        output [6:0] activeState,  
                        input clk, reset,
                        input [31:0] IR,
                        input MOC, Cond, DMOC);
wire [6:0] out_Mux_StateSlct, Incrementer, out_adder, encodedOut;
    wire[50:0] StateSignals;
    wire[6:0] nextState;  
    Microstore Mstore(StateSignals, nextState, reset, out_Mux_StateSlct);
    wire Inv, IncRld;
    wire [6:0] CR;
    wire [1:0] S;
    wire [2:0] N;
    ControlRegister CReg( IRld, PCld, nPCld,
                            RFld,HIld, LOld, MA, MB, MC, ME, MF, 
                            MPA, MPB, MP, MR, MHI, RW, MOV, MDRld, 
                            MARld, OpC, Cin, SSE, OP, CR, 
                            Inv, IncRld, S, N, 
                            activeState,
                            StateSignals, clk,
                            nextState);
    reg [6:0]  HC1 = 7'd1;
    wire in_inv, Sts;
    wire [1:0] M; 
    Condition_Mux cond_mux(in_inv, S, MOC, Cond, DMOC);
    Inverter inverter(Sts, Inv, in_inv);
    Next_State_Address_Selector nsas(M, Sts, N);
    State_Selector_Mux state_select_mux(out_Mux_StateSlct, M, encodedOut, HC1, CR, Incrementer);
    IncReg_Adder adder(out_adder, out_Mux_StateSlct);
    Incrementer_Reg incr_reg(Incrementer, out_adder, IncRld, clk);
    Encoder IRencodedOut(IR, encodedOut);
endmodule
```
`design/flow/run.sh`:
```
#!/bin/bash
# OpenROAD 26Q1-2900-gdf79404cd8, Yosys 0.63+post, stock flow scripts
make -C /OpenROAD-flow-scripts/flow DESIGN_CONFIG=/design/flow/config.mk WORK_HOME=/design/flow/orfs finish
```
`design/flow/config.mk`:
```
export PLATFORM = sky130hd
export DESIGN_NAME = ControlUnit
export DESIGN_NICKNAME = ControlUnit
export VERILOG_FILES = /design/flow/design.v
export SDC_FILE = /design/flow/constraint.sdc
export NUM_CORES = 4
export LEC_CHECK = 1
export CORE_UTILIZATION = 30
```
`design/flow/constraint.sdc`:
```
current_design ControlUnit

set clk_period 8.2
set clk_io_pct 0.2

create_clock -name clk0 -period $clk_period [get_ports {clk}]

set non_clock_inputs [all_inputs -no_clocks]
set_input_delay [expr $clk_period * $clk_io_pct] -clock clk0 $non_clock_inputs
set_output_delay [expr $clk_period * $clk_io_pct] -clock clk0 [all_outputs]
```
==> results_dict.tcl <==
# flow metrics
set metrics [dict create \
    unconstrained_endpoints 1 \
    hold_viol 0 \
    warnings 97 \
    grt.total_usage_pct 29.1 \
    worstSkewPairLatency_ns 0.39 \
    required_ns 4.41 \
    worst_slew_pin_slew_ns 0.699 \
    async_reset_ff_share_pct 0 \
    synth_cell_type_count 79 \
    final_cell_count_no_fill 1102 \
    die_y_um 121 \
    chipArea_um2 14700 \
    dr.first_iter.drc_count 519 \
    drt_wl_total_um 20900 \
    unclocked_pins 1 \
    fp_util_pct 30.8 \
    ant_nets 0 \
    post-route-util_pct 60.4 \
    finalClockSkew_ns 0.0160 \
    synth_chip_area_um2 4270 \
    r2r-start "CReg.N[3]" \
    failed_checks "negative setup slack" \
    drv_slew 0 \
    ys.flops 62 \
    num_rows 43 \
    r2r-end "CReg.N[0]" \
    ctsHtreeMaxLevel 3 \
    drive_gt1_share_pct 45.0 \
    grt_overflow_total 0 \
    fin_ws_ns -1.37 \
    syn_area_um2 4270 \
    synth_cells 571 \
    finalWeightedCongestion 0.966 \
    cts_root_buffer "clkbuf_16" \
    postLayoutCellArea_um2 8380 \
    worst_r2r_path_depth 15 \
    wl_per_cell_um 19.0 \
    leakage_nw 3.71 \
    critPathLaunch "IR[26]" \
    irDropWorstVdd_mv 0.233 \
    synthTopCellsByArea "dfxtp_1, nor3_1, nor2_1, a21oi_1, nand2_1" \
    cp-endpoint "CReg.N[0]" \
    flop_cell "dfxtp_1" \
    hold_path_class "reg2reg" \
    routed-via-count 5941 \
    edf_count 0 \
    rrSetupSlack_ns 3.90 \
    post_dp_cell_area_um2 6620 \
    clock_path_buffers 2 \
    total_power_mw 3.06 \
    firstDrtPassIters 4 \
    clk_pin_slew_ns 0.04 \
    cellPowerDensity_nw_per_um2 365 \
    start_kind "primary input" \
    synthTopCellsByCount "dfxtp_1, nor2_1, nand2_1" \
    grt_start_max_net_pins 16 \
    tritoncts "built" \
    setup_viol 56 \
    yosys.area.top_type "dfxtp_1" \
    outcome "complete, but fails checks" \
    crit_arrival_ns 5.78 \
    relSlewSlack_pct 53.4 \
    crit_type "in2reg" \
    diodes 0 \
    cp_max_fo 5 \
    numCtsBuffers 9 \
    antenna_found_initial 0 \
    crit_path_end_kind "register" \
    yosysMostFrequentCell "dfxtp_1" \
    synth_top_area_share_pct 28.6 \
    numPortBuffers 70 \
    die_w_um 121 \
    grt_pass1_vias 5701 \
    grt_pass1_wl_um 31500 \
    syn_avg_cell_area_um2 7.48 \
    pin_count 81 \
    yosysWarnings 10 \
    maxCapViolations 0 \
    coreArea_um2 13900 \
    yosysCellCount 571 \
    area_growth_pct 96.2 \
    hpwl_um 16000 \
    viasPerCell 5.39 \
    grt_setup_unrepaired "yes" \
    place_inst 973 \
    route.detailed.drc 0 \
]
## flip-flops by register name (all words and copies together) (netlist names), 2 cells and up
register and count:
CReg.SSE 2, CReg.S 3, CReg.activeState 7, CReg.N 7, CReg.CR 6, CReg.MPA 2, CReg.MB 2, CReg.MA 2
CReg.MC 2, incr_reg.state 7, CReg.OP 4
## power by group
group | internal [mW] | switching [mW]
combinational | 1.08 | 1.06
clock | 0.335 | 0.209
sequential | 0.360 | 0.0199
total | 1.77 | 1.29
## what timing repair did
| action | in CTS | in global routing |
|---|---|---|
| hold buffers | 0 | 0 |
| resized | 167 | 89 |
| endpoints found under the setup margin | 58 | 57 |
| pin swaps | 42 | 25 |
| setup buffers | 33 | 26 |
| gates cloned | 1 | 0 |
## cells by family (layout without fill, tap and decap cells)
| group | count (synthesis) | after routing | synth area share [%] |
|---|---|---|---|
| AOI/OAI and AO/OA | 151 | 151 | 25.0 |
| xor gates and xnor gates | 7 | 7 | 1.44 |
| and+or+nand+nor | 275 | 275 | 34.6 |
| other | 1 | 6 | 0.0878 |
| adders and majority gates | 4 | 4 | 1.17 |
| DFF | 61 | 61 | 28.6 |
| buffers and inverters | 63 | 409 | 6.80 |
| latches | 1 | 1 | 0.351 |
| muxes | 8 | 8 | 1.99 |
## routing by layer
layer / up-vias / global-route usage [%] / routed length, um
met2: 206 / 39.9 / 8900
li1: 2847 / - / -
met1: 2865 / 45.0 / 10100
met3: 23 / 6.96 / 1570
met4: 0 / 7.87 / 388
met5: - / 0 / 0
## critical path, cell delays in order
cell,delay (ns)
buf_8,0.10
buf_6,0.10
or4b_4,0.56
or2_4,0.27
or3_4,0.41
nand3_4,0.08
nor4_4,0.05
nor3_2,0.18
o22a_2,0.20
inv_2,0.06
buf_6,0.11
ha_4,0.18
buf_6,0.14
nor3_4,0.18
buf_6,0.13
nor2_4,0.03
or4_4,0.55
buf_6,0.15
or4_4,0.52
a22oi_2,0.13
## worst min-delay path by stage
stage	to	depth (start not counted)	slack, ns	startpoint
CTS	CReg.N[5]	2	0.55	CReg.N[0]
global route	CReg.N[5]	2	0.57	CReg.N[0]
finish	CReg.N[5]	2	0.56	CReg.N[0]
## metrics by stage
| stage | hold slack (ns) | TNS (ns) | setup WS (ns) |
|---|---|---|---|
| global placement | 0.528 | -101.74 | -2.23 |
| global route | 0.569 | -59.40 | -1.47 |
| floorplan | 0.470 | -61.23 | -1.55 |
| detailed placement | 0.533 | -103.19 | -2.23 |
| CTS | 0.546 | -54.68 | -1.38 |
| finish | 0.561 | -54.06 | -1.37 |
## layout make-up
class / count / area [um2]
Clock buffer: 9 / 225
Inverter: 9 / 33.8
Clock inverter: 68 / 340
Multi-Input combinational cell: 451 / 3480
Timing Repair Buffer: 323 / 2840
Tap cell: 180 / 225
Fill cell: 1151 / 5500
Sequential cell: 62 / 1240
## cell usage in the layout, fill, tap and decap left out, types with 6 or more instances in the layout
cell type	synthesis	final
nor3_2	2	12
buf_8	0	6
dlymetal6s2s_1	0	7
or4_4	1	6
nand4_1	14	14
buf_6	1	43
inv_1	9	70
buf_4	9	200
dfxtp_1	61	61
and3_1	12	9
nand3_1	20	15
nor2_2	0	7
nor3_1	46	32
nor2_1	54	38
nor2_4	0	9
nand2_1	50	44
a21oi_1	38	26
or3_1	10	6
clkbuf_16	0	9
a31oi_1	9	7
buf_2	10	9
o21ai_0	28	23
conb_1	1	6
clkdlybuf4s50_1	0	48
a21oi_2	0	11
nand2b_1	7	6
No activity file was given, so power comes from the tool's default toggle rates.
