`design/flow/run.sh`:
```
#!/bin/bash
# OpenROAD 26Q1-2900-gdf79404cd8, Yosys 0.63+post, stock flow scripts
make -C /OpenROAD-flow-scripts/flow DESIGN_CONFIG=/design/flow/config.mk WORK_HOME=/design/flow/orfs finish
```
`design/flow/config.mk`:
```
export PLATFORM = sky130hd
export DESIGN_NAME = RegisterFile
export DESIGN_NICKNAME = RegisterFile
export VERILOG_FILES = /design/flow/design.v
export SDC_FILE = /design/flow/constraint.sdc
export NUM_CORES = 4
export LEC_CHECK = 1
export CORE_UTILIZATION = 40
```
`design/flow/constraint.sdc`:
```
current_design RegisterFile

set clk_period 10.1
set clk_io_pct 0.2

create_clock -name clk0 -period $clk_period [get_ports {Clk}]

set non_clock_inputs [all_inputs -no_clocks]
set_input_delay [expr $clk_period * $clk_io_pct] -clock clk0 $non_clock_inputs
set_output_delay [expr $clk_period * $clk_io_pct] -clock clk0 [all_outputs]
```
`design/flow/design.v`:
```
module Registers(output reg [31:0] out, input [31:0] in, input LE, clk); 
    always @ (posedge clk)
        if(LE) begin
            out <= in;
        end
    endmodule
module Decoder(output reg [31:0] E, input [4:0] select_reg, input Ld); 
    always @ (select_reg, Ld)
        if(Ld == 1) begin
            E <= 32'h00000000;
            case(select_reg)
                5'b00000: E[0] <= 1'b1;
                5'b00001: E[1] <= 1'b1;
                5'b00010: E[2] <= 1'b1;
                5'b00011: E[3] <= 1'b1;
                5'b00100: E[4] <= 1'b1;
                5'b00101: E[5] <= 1'b1;
                5'b00110: E[6] <= 1'b1;
                5'b00111: E[7] <= 1'b1;
                5'b01000: E[8] <= 1'b1;
                5'b01001: E[9] <= 1'b1;
                5'b01010: E[10] <= 1'b1;
                5'b01011: E[11] <= 1'b1;
                5'b01100: E[12] <= 1'b1;
                5'b01101: E[13] <= 1'b1;
                5'b01110: E[14] <= 1'b1;
                5'b01111: E[15] <= 1'b1;
                5'b10000: E[16] <= 1'b1;
                5'b10001: E[17] <= 1'b1;
                5'b10010: E[18] <= 1'b1;
                5'b10011: E[19] <= 1'b1;
                5'b10100: E[20] <= 1'b1;
                5'b10101: E[21] <= 1'b1;
                5'b10110: E[22] <= 1'b1;
                5'b10111: E[23] <= 1'b1;
                5'b11000: E[24] <= 1'b1;
                5'b11001: E[25] <= 1'b1;
                5'b11010: E[26] <= 1'b1;
                5'b11011: E[27] <= 1'b1;
                5'b11100: E[28] <= 1'b1;
                5'b11101: E[29] <= 1'b1;
                5'b11110: E[30] <= 1'b1;
                5'b11111: E[31] <= 1'b1;
            endcase
            end
        else 
            E <= 32'h00000000;
    endmodule
module Mux_32x32(output reg [31:0] data_out, 
                input [4:0] select_reg, 
                input [31:0] r0, r1, r2, r3, r4, r5, r6, r7, r8, r9, r10,
                r11, r12, r13, r14, r15, r16, r17, r18, r19, r20, r21, r22, 
                r23, r24, r25, r26, r27, r28, r29, r30, r31 ); 
    always @ (select_reg, r0, r1, r2, r3, r4, r5, r6, r7, r8, r9, r10,
                r11, r12, r13, r14, r15, r16, r17, r18, r19, r20, r21, r22, 
                r23, r24, r25, r26, r27, r28, r29, r30, r31)
        case(select_reg) 
            5'b00000: data_out <= r0;
            5'b00001: data_out <= r1;
            5'b00010: data_out <= r2;
            5'b00011: data_out <= r3;
            5'b00100: data_out <= r4;
            5'b00101: data_out <= r5;
            5'b00110: data_out <= r6;
            5'b00111: data_out <= r7;
            5'b01000: data_out <= r8;
            5'b01001: data_out <= r9;
            5'b01010: data_out <= r10;
            5'b01011: data_out <= r11;
            5'b01100: data_out <= r12;
            5'b01101: data_out <= r13;
            5'b01110: data_out <= r14;
            5'b01111: data_out <= r15;
            5'b10000: data_out <= r16;
            5'b10001: data_out <= r17;
            5'b10010: data_out <= r18;
            5'b10011: data_out <= r19;
            5'b10100: data_out <= r20;
            5'b10101: data_out <= r21;
            5'b10110: data_out <= r22;
            5'b10111: data_out <= r23;
            5'b11000: data_out <= r24;
            5'b11001: data_out <= r25;
            5'b11010: data_out <= r26;
            5'b11011: data_out <= r27;
            5'b11100: data_out <= r28;
            5'b11101: data_out <= r29;
            5'b11110: data_out <= r30;
            5'b11111: data_out <= r31;
        endcase
    endmodule
module RegisterFile (output [31:0] data_mux_A, data_mux_B, 
                    input[31:0] data, 
                    input[4:0] select_reg_A, select_reg_B, write_reg, 
                    input Ld, Clk);
    wire [31:0] r0, r1, r2, r3, r4, r5, r6, r7, r8, r9, r10, r11, r12, r13, r14, 
                r15, r16, r17, r18, r19, r20, r21, r22, r23, r24, r25, r26, r27, 
                r28, r29, r30, r31;
    wire [31:0] dec_enable_reg;
    Decoder binary_decoder (dec_enable_reg, write_reg, Ld);
     Mux_32x32 mux_A (data_mux_A, select_reg_A, r0, r1, r2, r3, r4, r5, r6, r7, r8, r9, r10,
                r11, r12, r13, r14, r15, r16, r17, r18, r19, r20, r21, r22, 
                r23, r24, r25, r26, r27, r28, r29, r30, r31);
    Mux_32x32 mux_B (data_mux_B, select_reg_B, r0, r1, r2, r3, r4, r5, r6, r7, r8, r9, r10,
                r11, r12, r13, r14, r15, r16, r17, r18, r19, r20, r21, r22, 
                r23, r24, r25, r26, r27, r28, r29, r30, r31);
    Registers R0 (r0, 32'h00000000, Clk, Clk );  
    Registers R1 (r1, data, dec_enable_reg[1], Clk );
    Registers R2 (r2,  data, dec_enable_reg[2], Clk );
    Registers R3 (r3,  data, dec_enable_reg[3], Clk );
    Registers R4 (r4,  data, dec_enable_reg[4], Clk );
    Registers R5 (r5, data, dec_enable_reg[5], Clk );
    Registers R6 (r6, data, dec_enable_reg[6], Clk );
    Registers R7 (r7, data, dec_enable_reg[7], Clk );
    Registers R8 (r8, data, dec_enable_reg[8], Clk );
    Registers R9 (r9,  data, dec_enable_reg[9], Clk );
    Registers R10 (r10, data, dec_enable_reg[10], Clk );
    Registers R11 (r11, data, dec_enable_reg[11], Clk );
    Registers R12 (r12, data, dec_enable_reg[12], Clk );
    Registers R13 (r13, data, dec_enable_reg[13], Clk );
    Registers R14 (r14, data, dec_enable_reg[14], Clk );
    Registers R15 (r15, data, dec_enable_reg[15], Clk );
    Registers R16 (r16, data, dec_enable_reg[16], Clk );
    Registers R17 (r17, data, dec_enable_reg[17], Clk );
    Registers R18 (r18, data, dec_enable_reg[18], Clk );
    Registers R19 (r19, data, dec_enable_reg[19], Clk );
    Registers R20 (r20, data, dec_enable_reg[20], Clk );
    Registers R21 (r21, data, dec_enable_reg[21], Clk );
    Registers R22 (r22, data, dec_enable_reg[22], Clk );
    Registers R23 (r23, data, dec_enable_reg[23], Clk );
    Registers R24 (r24, data, dec_enable_reg[24], Clk );
    Registers R25 (r25, data, dec_enable_reg[25], Clk );
    Registers R26 (r26, data, dec_enable_reg[26], Clk );
    Registers R27 (r27, data, dec_enable_reg[27], Clk );
    Registers R28 (r28, data, dec_enable_reg[28], Clk );
    Registers R29 (r29, data, dec_enable_reg[29], Clk );
    Registers R30 (r30, data, dec_enable_reg[30], Clk );
    Registers R31 (r31, data, dec_enable_reg[31], Clk );
    endmodule
```
==> flow_summary_export.csv <==
group,metric,value,unit
route,via_per_inst,7.51,
placement,place_hpwl,114000,um
timing,hold_violations,0,
clock_network,ctsHoldBuffers,0,
timing,hold_ws,2140,ps
final_layout,utilization,47.1,%
yosys,yosys_cells,2955,
clock_network,clkTransAtPathRegs,60,ps
route,vias,34189,
timing,rsz0062_at_grt,"false",
clock_network,clock_path_buffers,3,
yosys,syn_area,42900,sq um
yosys,synth_warnings,3,
timing,maxSlewViolCount,0,
yosys,top_cell_area_share,69.4,%
timing,fin_crit_sh,85.7,%
setup_path,setup.worst_path.start,"select_reg_B[4]",
clock_network,cts_tree,"done",
grt,grt_overflow,0,
route,routed_wirelength,203000,um
final_layout,syn2layout_area_growth,16.3,%
run,max-cap-violations,0,
timing,tightestPinTransition,1170,ps
pwr,p_leak,0.0162,uW
die,coreArea,106000,sq um
timing,relSlewSlack,22.0,%
grt,antenna_found_initial,13,
placement,place_ws,1760,ps
timing,min_period,8650,ps
grt,grt_max_degree,53,
yosys,ys_types,56,
pwr,p_per_area,184,nW/um^2
setup_path,worst_ep_required_time,8080,ps
route,firstDrtPassIters,6,
yosys,synthTopCellsByCount,"edfxtp_1 (992), a22oi_1 (644), clkbuf_1 (229)",
clock_network,cts-root-buf,"clkbuf_16",
outcome,outcome,"finished, final reports clean",
die,fp-row-count,119,
timing,fin_ws,1450,ps
setup_path,cp_max_fo,18,
die,chipArea,109000,sq um
yosys,most_common_cell,"edfxtp_1",
hold_path,min_path_type,"input pin to flip-flop",
placement,placed_cells,4346,
setup_path,crit_end,"data_mux_B[14]",
placement,gp_congestion,1.05,
yosys,ff_type,"edfxtp_1",
die,fp_util,40.5,%
setup_path,crit_type,"input pin to primary output",
timing,max_freq,116,MHz
yosys,yosys_area,42900,sq um
final_layout,layout.cells.non_filler,4555,
yosys,synthCells,2955,
die,die.size.y,330,um
grt,grt_util_all_layers,40.6,%
grt,grt_pass1_vias,36517,
yosys,edf_count,992,
clock_network,cts_resized,0,
final_layout,logic_area,12500,sq um
final_layout,seq_area,29800,sq um
route,drc_errors,0,
yosys,avgSynthCellArea,14.5,sq um
hold_path,hold_depth,2,
clock_network,cts_sinks,992,
die,fp.dieW,330,um
route,ant_nets,0,
yosys,top_cells_by_area,"edfxtp_1 (69%), a22oi_1 (11%), and3_1 (2.8%)",
yosys,numSynthFlops,992,
yosys,ys_async_sr_fraction,0,%
final_layout,drive_gt1_share,13.5,%
pwr,ir_worst_vdd,0.000121,V
final_layout,fillers,8813,
route,drtIter0Drc,3797,
grt,grt_pass1_wl,276000,um
timing,fin_tns_setup,0,ps
clock_network,cts_buffers,107,
route,wl_per_cell,44.6,um
setup_path,end_kind,"primary output",
setup_path,critPathArrivalTime,6630,ps
placement,portBuffers,112,
run,warnings,25,
yosys,yosysTopAreaCell,"edfxtp_1",
clock_network,cts_setup_buffers,0,
setup_path,start_kind,"input pin",
clock_network,ctsHtreeMaxLevel,3,
yosys,synth_seq_share,69.4,%
die,io_pins,113,
timing,final-setup-viol-count,0,
## per-stage QoR
step / total power [uW] / area, sq um
final: 9190 / 49900
after global routing: 9360 / 49800
after CTS: 9160 / 49800
after detailed placement: 5270 / 46300
after global placement: 5270 / 46300
after floorplan: 4890 / 42900
## worst min path at each step
stage	start	endpoint	slack (ps)
CTS	data[18]	R29.out[18]	2130
finish	data[18]	R14.out[18]	2140
global route	data[29]	R26.out[29]	2170
## worst max-delay path: stages
cell	delay, ps
clkdlybuf4s50_1	920
nor2b_4	720
buf_4	430
and2_2	810
buf_4	540
a2111oi_0	190
nand3_1	100
or4_1	280
clkdlybuf4s50_1	530
## cells in the final DEF, fill, tap and decap left out, types with 41 or more instances in the layout
| cell | n |
|---|---|
| clkbuf_16 | 113 |
| a22oi_1 | 644 |
| buf_4 | 155 |
| nand4_1 | 127 |
| edfxtp_1 | 992 |
| nand2_1 | 43 |
| and3_1 | 190 |
| a32oi_1 | 70 |
| or4_1 | 63 |
| nand3_1 | 109 |
| nor2_4 | 49 |
| a2111oi_0 | 51 |
| clkdlybuf4s50_1 | 111 |
| a22o_1 | 41 |
## cell type report
type                    count  share of cell area [%]
flip-flops and latches    992                    59.7
multi-input cells        1693                    25.1
clock buffers             128                    5.78
repair buffers            267                    4.60
well taps                1391                    3.49
clock inverters            63                    1.24
diodes                     18                  0.0903
inverters                   3                  0.0226
## cell families (layout without fill, tap and decap cells)
| logic type | after synthesis | in the layout | synth area share (%) |
|---|---|---|---|
| flops | 992 | 992 | 69.4 |
| compound gates | 935 | 935 | 17.2 |
| simple gates | 717 | 717 | 9.72 |
| buf+inv | 270 | 461 | 2.55 |
| mux | 41 | 41 | 1.05 |
| other cells | 0 | 18 | 0 |
## per-layer routing
metal / GRT usage [%] / wire length (um) / share of wire, % / vias up
met5: 11.3 / 807 / 0.40 / -
met4: 22.7 / 15700 / 7.7 / 42
met3: 40.4 / 46900 / 23 / 1042
met2: 51.3 / 80800 / 40 / 4312
met1: 41.2 / 59000 / 29 / 15984
li1: - / - / - / 12809
## report_power, final
| part | switching (uW) | internal [uW] |
|---|---|---|
| logic | 410 | 201 |
| clock network | 1650 | 2320 |
| registers | 26.2 | 4580 |
| total | 2080 | 7110 |
Power and IR drop assume default switching activity.
